==> design.v <==
`timescale 1ns/1ps
module time_counter #(
    parameter integer CLK_FREQ_HZ = 60_000_000   
)(
    input  wire        clk_i,         
    input  wire        rst_i,         
    input  wire        enable_i,      
    output reg [7:0]   seconds_o      
);
localparam integer TICK_CNT_WIDTH = $clog2(CLK_FREQ_HZ);
localparam integer TICKS_PER_SEC = CLK_FREQ_HZ - 1;
reg [TICK_CNT_WIDTH-1:0] tick_count_r;
always @(posedge clk_i or posedge rst_i) begin
    if (rst_i) begin
        tick_count_r <= '0;
        seconds_o    <= '0;
    end else if (!enable_i) begin
        tick_count_r <= '0;
        seconds_o    <= '0;
    end else begin
        if (tick_count_r == TICKS_PER_SEC) begin
            tick_count_r <= '0;
            if (seconds_o == 8'd99)
                seconds_o <= '0;
            else
                seconds_o <= seconds_o + 1'b1;
        end else begin
            tick_count_r <= tick_count_r + 1'b1;
        end
    end
end
endmodule
==> run.sh <==
#!/bin/bash
# OpenROAD 26Q1-2900-gdf79404cd8, Yosys 0.63+post, stock flow scripts
make -C /OpenROAD-flow-scripts/flow DESIGN_CONFIG=/design/flow/config.mk WORK_HOME=/design/flow/orfs finish
==> config.mk <==
export PLATFORM = sky130hd
export DESIGN_NAME = time_counter
export DESIGN_NICKNAME = time_counter
export VERILOG_FILES = /design/flow/design.v
export SDC_FILE = /design/flow/constraint.sdc
export NUM_CORES = 4
export LEC_CHECK = 1
export CORE_AREA = 10 10 109 109
export DIE_AREA = 0 0 119 119
==> constraint.sdc <==
current_design time_counter

set clk_period 5.9
set clk_io_pct 0.2

create_clock -name clk0 -period $clk_period [get_ports {clk_i}]

set non_clock_inputs [all_inputs -no_clocks]
set_input_delay [expr $clk_period * $clk_io_pct] -clock clk0 $non_clock_inputs
set_output_delay [expr $clk_period * $clk_io_pct] -clock clk0 [all_outputs]
==> job_summary.md <==
## Implementation flow summary

| Metric | Value |
|---|---|
| Run status | completed |
| Stage delay of the slowest cell on the critical path | 0.50 ns |
| Final Worst Setup Slack | 3.51 ns |
| AO/OA Area Share | 0.108 |
| Fraction of final layout cells sized beyond drive strength 1 | 0.104 |
| Area fraction in mux cells | 0.0104 |
| CTS clk-pin slew, worst paths | 0.07 ns |
| Buffer levels on the longest clock path | 2 |
| XOR/XNOR share of the synthesized area | 0.0639 |
| PnR Total Power | ~0.43 mW |
| Endpoint of the most critical register-to-register path | tick_count_r[22] |
| Aggregate global-route resource usage | 0.0573 |
| Sort of element at the start of the critical path | flop |
| Count of port buffers added during placement | 10 |
| Tally of yosys warning messages | 1 |
| VDD IR max | 0.0895 mV |
| Placed standard-cell area | 0.00217 mm2 |
| Hpwl dp | 2770 um |
| Detailed-route wire length per cell | 11.6 um |
| Global-route wire length before repair | 7070 um |
| Achievable clock frequency | 418 MHz |
| Clock Sink Count | 34 |
| Post-cts hold-fix buffer tally | 0 |
| Cell count listed in synth_stat.txt | just under 200 |
| I/O Pins | 11 |
| DP Worst Slack | roughly 3.3 ns |
| Signal arrival time at the worst endpoint | ~1.2 ns |
| Dominant flop cell | sky130_fd_sc_hd__dfrtp_1 |
| Die Height | 119 um |
| Area fraction in full adders, half adders and majority gates | 0.0130 |
| Buffers inserted during post-CTS setup optimization | 0 |
| End point of the worst hold path | tick_count_r[0] |
| Layout overhead on the synthesized area | 18.0% |
| Top post-synthesis cells by area | sky130_fd_sc_hd__dfrtp_1, sky130_fd_sc_hd__xnor2_1, sky130_fd_sc_hd__nor2_1 |
| Clock Latency Late Sink | 0.28 ns |
| CTS Root Buffer Type | sky130_fd_sc_hd__clkbuf_8 |
| Number of global-route vias before repair | 1447 |
| Number of DRC violations after detailed-routing iteration 0 | 106 |
| CP Capture Type | output pin |
| Dominant cell type by area after synthesis | sky130_fd_sc_hd__dfrtp_1 |
| RSZ-0062 raised after global routing | false |
| Critical path, cell by cell | clkdlybuf4s50_1 |
| Reg-to-reg setup timing slack | about 3.8 ns |
| Sequential cell area | 851 um2 |
| Type of the worst min-delay path | flop to flop |
| Area share of the largest cell type after synthesis | 0.443 |
| Reg-to-reg startpoint | tick_count_r[0] |
| Number of buffers created by CTS | 5 |
| Total negative setup slack | 0 ns |
| Final global-route overflow total | 0 |
| Synthesized area divided by synthesized cell count | 9.69 um2 |
| Via count | 1508 |
| OpenROAD warning count | 25 |
| Netlist Area Pre-Place | about 0.0019 mm2 |
| FF-to-FF path depth | 5 |
| Power per cell area | 190 mW/mm2 |
| Data required time at the worst endpoint | 4.72 ns |
| Number of library cell types mapped by synthesis | 43 |
| Leakage power summed over all cells | 0.824 nW |
| Instance count of the mapped netlist | 198 |
| Relative slew margins | 0.700 |
| Total length of routed wires | 3990 um |
| Total cell area reported by yosys after synthesis | 0.00192 mm2 |
| Die Span X | 119 um |
| Dominant delay contributor by cell family on the critical path | buffers and inverters |
| DRC violation count after routing | 0 |
| Cell depth of the worst min-delay path | 1 |
| Critical-path top delay cell | sky130_fd_sc_hd__clkdlybuf4s50_1 |
| CTS tree | done |
| Transition time of the tightest slew-check pin | 0.449 ns |
| PostCTS Resize Cnt | 0 |
| Type of the worst setup path | flop to output pin |
| Number of enable flip-flop cells | 0 |
| Number of levels the H-tree was split into | 2 |
| Startpoint of the most critical hold path | tick_count_r[0] |
| Max-cap viol count | 0 |
| Largest net degree at the start of global routing | 35 |
| Routability congestion estimate | a little under 0.9 |
| Post-synth regs | 34 |
| Number of failing setup endpoints in the final timing report | 0 |
| Initial antenna violation count | 0 |
| Filler Cells Inserted | 1051 |
| Post-detailed-route via-to-cell ratio | 4.37 |
| Sum of buffers and inverters on the critical path | 1 |
| Share of synthesized area occupied by flip-flops and latches | 0.443 |
| Total count of hold-check failures in the final report | 0 |
| Post-layout utilization of the core | 0.235 |
| Dominant kind of combinational cell | simple AND/OR/NAND/NOR gates |
| Area of the multi-input gates | 0.00103 mm2 |
| Post-layout period usage | 0.406 |
| Number of core rows | 36 |
| Maximum fanout along the worst path | 6 |
| Initial DRT Pass Iterations | 4 |
| Area of the die | 0.0142 mm2 |
| Initial core utilization | 0.199 |
| Area fraction in and, or, nand and nor cells | 0.339 |
| Diode insertion count for antenna repair | 0 |
| Total core area | 0.00964 mm2 |
| Post-synthesis async set-or-reset flop share | 1.00 |
| Slew Limit Fails | 0 |
| Final design instance area without fill | about 0.0023 mm2 |
| Clock skew | 0.00597 ns |
| Time the final worst path needs with I/O delays and setup | around 2.4 ns |
| Final ANT Viol Nets | 0 |
==> cell usage in the layout (no fill, tap or decap), types with 3 or more instances in the layout <==
cell type | netlist | final
sky130_fd_sc_hd__a21oi_1 | 9 | 9
sky130_fd_sc_hd__and2_1 | 5 | 5
sky130_fd_sc_hd__and3_1 | 4 | 4
sky130_fd_sc_hd__and4_1 | 4 | 4
sky130_fd_sc_hd__clkbuf_8 | 0 | 6
sky130_fd_sc_hd__clkdlybuf4s50_1 | 0 | 10
sky130_fd_sc_hd__dfrtp_1 | 34 | 34
sky130_fd_sc_hd__inv_1 | 4 | 4
sky130_fd_sc_hd__nand2_1 | 16 | 16
sky130_fd_sc_hd__nand3_1 | 12 | 12
sky130_fd_sc_hd__nand4_1 | 8 | 8
sky130_fd_sc_hd__nor2_1 | 18 | 18
sky130_fd_sc_hd__nor4_1 | 5 | 5
sky130_fd_sc_hd__o21ai_0 | 7 | 7
sky130_fd_sc_hd__o31ai_1 | 6 | 6
sky130_fd_sc_hd__or3_1 | 6 | 6
sky130_fd_sc_hd__or4_1 | 5 | 5
sky130_fd_sc_hd__or4_4 | 3 | 3
sky130_fd_sc_hd__xnor2_1 | 10 | 10
sky130_fd_sc_hd__xor2_1 | 4 | 4
==> how the worst max path moves through the flow <==
stage | start | endpoint | cells after the start
final | seconds_o[0] | seconds_o[0] | 1
after global routing | seconds_o[0] | seconds_o[0] | 1
after CTS | seconds_o[0] | seconds_o[0] | 1
==> state kept, by name (all words and copies together), names as in the netlist <==
name / cells
seconds_o: 8
tick_count_r: 26
==> synthesized netlist by cell type (3+ instances only) <==
| master | number |
|---|---|
| sky130_fd_sc_hd__dfrtp_1 | 34 |
| sky130_fd_sc_hd__nor2_1 | 18 |
| sky130_fd_sc_hd__nand2_1 | 16 |
| sky130_fd_sc_hd__nand3_1 | 12 |
| sky130_fd_sc_hd__xnor2_1 | 10 |
| sky130_fd_sc_hd__a21oi_1 | 9 |
| sky130_fd_sc_hd__nand4_1 | 8 |
| sky130_fd_sc_hd__o21ai_0 | 7 |
| sky130_fd_sc_hd__o31ai_1 | 6 |
| sky130_fd_sc_hd__or3_1 | 6 |
| sky130_fd_sc_hd__and2_1 | 5 |
| sky130_fd_sc_hd__nor4_1 | 5 |
| sky130_fd_sc_hd__or4_1 | 5 |
| sky130_fd_sc_hd__and3_1 | 4 |
| sky130_fd_sc_hd__and4_1 | 4 |
| sky130_fd_sc_hd__buf_2 | 4 |
| sky130_fd_sc_hd__inv_1 | 4 |
| sky130_fd_sc_hd__xor2_1 | 4 |
| sky130_fd_sc_hd__or4_4 | 3 |
==> cells by family after synthesis <==
| kind of cell | Yosys count |
|---|---|
| flops | 34 |
| simple gates | 103 |
| xor+xnor | 14 |
| mux | 2 |
| buf+inv | 10 |
| compound gates | 33 |
| fa+ha+maj | 2 |
==> layer usage <==
metal,vias to the layer above,wire length (um),track usage
met5,-,0,0
met3,4,92,0.00911
met1,719,1950,0.0811
li1,767,-,-
met2,18,1890,0.0916
met4,0,53,0.0107
==> power by group <==
| part | leakage [nW] | internal (mW) | switching [mW] |
|---|---|---|---|
| Combinational | 0.303 | 0.00459 | 0.0110 |
| Sequential | 0.473 | 0.235 | 0.00209 |
| Clock | 0.0482 | 0.0941 | 0.0831 |
==> stage by stage <==
stage,cells,hold WS (ns)
after floorplan,198,0.468
after detailed placement,337,0.500
final,345,0.506
after global routing,345,0.544
after CTS,345,0.510
after global placement,337,0.496
==> layout make-up <==
| type | count | share of cell area |
|---|---|---|
| multi-input cells | 154 | 0.453 |
| flip-flops and latches | 34 | 0.376 |
| well taps | 133 | 0.0735 |
| repair buffers | 12 | 0.0508 |
| clock buffers | 7 | 0.0381 |
| inverters | 4 | 0.00663 |
| clock inverters | 1 | 0.00221 |
Power is estimated from default activity; no workload was simulated.
