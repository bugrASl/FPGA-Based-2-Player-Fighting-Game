$ cat flow/config.mk
export PLATFORM = sky130hd
export DESIGN_NAME = vga_controller
export DESIGN_NICKNAME = vga_controller
export VERILOG_FILES = /design/flow/design.v
export SDC_FILE = /design/flow/constraint.sdc
export NUM_CORES = 4
export LEC_CHECK = 1
export CORE_AREA = 10 10 112 112
export DIE_AREA = 0 0 122 122
$ cat flow/constraint.sdc
current_design vga_controller

set clk_period 1.3
set clk_io_pct 0.2

create_clock -name clk0 -period $clk_period [get_ports {clk_50MHz}]

set non_clock_inputs [all_inputs -no_clocks]
set_input_delay [expr $clk_period * $clk_io_pct] -clock clk0 $non_clock_inputs
set_output_delay [expr $clk_period * $clk_io_pct] -clock clk0 [all_outputs]
$ cat flow/design.v
module vga_controller(
    input clk_50MHz,    
    input reset,         
    output video_on,     
    output hsync,        
    output vsync,        
    output p_tick,       
    output [9:0] x,      
    output [9:0] y       
    );
    parameter HD = 640;              
    parameter HF = 48;               
    parameter HB = 16;               
    parameter HR = 96;               
    parameter HMAX = HD+HF+HB+HR-1;  
    parameter VD = 480;              
    parameter VF = 10;               
    parameter VB = 33;               
    parameter VR = 2;                
    parameter VMAX = VD+VF+VB+VR-1;  
    reg r_25MHz;
    wire w_25MHz;
    always @(posedge clk_50MHz or posedge reset)
        if(reset)
            r_25MHz <= 0;
        else
            r_25MHz <= ~r_25MHz;
    assign w_25MHz = r_25MHz;  
    reg [9:0] h_count_reg, h_count_next;
    reg [9:0] v_count_reg, v_count_next;
    reg v_sync_reg, h_sync_reg;
    wire v_sync_next, h_sync_next;
    always @(posedge clk_50MHz or posedge reset)
        if(reset) begin
            v_count_reg <= 0;
            h_count_reg <= 0;
            v_sync_reg  <= 1'b0;
            h_sync_reg  <= 1'b0;
        end
        else begin
            v_count_reg <= v_count_next;
            h_count_reg <= h_count_next;
            v_sync_reg  <= v_sync_next;
            h_sync_reg  <= h_sync_next;
        end
    always @(posedge p_tick or posedge reset)       
        if(reset)
            h_count_next = 0;
        else
            if(h_count_reg == HMAX)                  
                h_count_next = 0;
            else
                h_count_next = h_count_reg + 1;         
    always @(posedge p_tick or posedge reset)
        if(reset)
            v_count_next = 0;
        else
            if(h_count_reg == HMAX)                  
                if((v_count_reg == VMAX))            
                    v_count_next = 0;
                else
                    v_count_next = v_count_reg + 1;
    assign h_sync_next = (h_count_reg >= (HD+HB) && h_count_reg <= (HD+HB+HR-1));
    assign v_sync_next = (v_count_reg >= (VD+VB) && v_count_reg <= (VD+VB+VR-1));
    assign video_on = (h_count_reg < HD) && (v_count_reg < VD);  
    assign hsync  = h_sync_reg;
    assign vsync  = v_sync_reg;
    assign x      = h_count_reg;
    assign y      = v_count_reg;
    assign p_tick = w_25MHz;
endmodule
$ cat flow/run.sh
#!/bin/bash
# OpenROAD 26Q1-2900-gdf79404cd8, Yosys 0.63+post, stock flow scripts
make -C /OpenROAD-flow-scripts/flow DESIGN_CONFIG=/design/flow/config.mk WORK_HOME=/design/flow/orfs finish
==> metrics.cfg <==
[status]
outcome = complete, but fails checks
violations = negative setup slack

[power]
ir_drop_mv = 0.443
finalPower_uw = 1200
p_leak_uw = 0.00117
power_density_nw_per_um2 = 496

[die]
design.core.area_um2 = 10200
ios = 26
rows = 37
die_h_um = 122
initial_core_util_pct = 16.5
die_w_um = 122
die_area_um2 = 14900

[logic_synthesis]
syn_inst = 141
top_logic_kind = simple AND/OR/NAND/NOR gates
synth.top_cells.by_area = dfrtp_1, ha_1, nand2_1, xnor2_1, xor2_1
yosys.area.top_type_share_pct = 63.7
yosys-stat-cells = 141
fa_ha_area_share_pct = 5.19
synth-edff-count = 0
synth-xor-area-share_pct = 7.26
yosysMostFrequentCell = dfrtp_1
ys_area_um2 = 1690
yosys_warnings = 1
ys_top_cells_by_count = dfrtp_1, nand2_1, xnor2_1
synth-main-ff-cell = dfrtp_1
synth_seq_share_pct = 63.7
synth_cell_type_count = 25
ys_sh_simple_pct = 15.6
async_flop_share_pct = 100
largest_area_cell = dfrtp_1
syn_area_per_cell_um2 = 12.0
ys_sh_mux_pct = 0
syn_area_um2 = 1690
synth.cellmix.compoundShare_pct = 6.37
ys_ff = 43

[clock_network]
cts_max_path_buffers = 2
path_clk_slew_ns = 0.08
hold_buffers = 0
clock_latency_ns = 0.26
cts_inserted_buffers = 3
cts-root-buf = clkbuf_8
cts_tree = done
htree_levels = 1

[global_route]
antenna_found_initial = 0
grt_pass1_vias = 1259
grt_start_max_net_pins = 44
grt_usage_pct = 5.32
gr-total-overflow = 0
grt_pass1_wl_um = 6330

[final_timing]
tightestPinTransition_ns = 0.624
tns_ns = -0.0617
layout_min_cycle_time_ns = 1.34
slew_violations = 0
setup_ws_ns = -0.0434
skew_ns = 0.00114
relSlewSlack_pct = 58.3
worst_hold_slack_ns = 0.362
max_clock_freq_mhz = 744
grt_setup_unrepaired = yes
fin_crit_sh_pct = 103
timing_hold_violations_final = 0
unclocked_regs = 20
finalSetupViolations = 2
untimed_endpoints = 40

[critical_path]
r2r_cells = 5
cp-end-kind = register
critical_path_class = register to register
worstPathRequired_ns = 1.48
r2r_end = v_sync_reg
cp_max_fo = 3
rr_startpoint = v_count_reg[7]
crit_start = v_count_reg[7]
rrSetupSlack_ns = -0.04
start_kind = register
crit_arrival_ns = 1.52
critPathCapture = v_sync_reg

[run]
drv_cap = 0
warning_count = 33

[routing]
vias_per_cell = 3.53
drc_errors = 0
antenna_cells = 0
vias = 1192
drt-total-wl_um = 3800
ant_nets = 0
first_iter_violations = 56
wl_per_cell_um = 11.2
dr.pass1.iters = 3

[placed_design]
place_congestion = 0.801
port_buffers = 25
dp_hpwl_um = 2690
postPlaceCellArea_um2 = 2280

[final_layout]
drive_above_1_share_pct = 23.8
stdcell_area_um2 = 2410
finish.utilization_pct = 23.6
syn2layout_area_growth_pct = 43.0
fillers = 1078

[worst_hold_path]
hold_class = input pin to asynchronous set/reset pin

## worst max-delay path, stage by stage (launching register included)
cell and delay [ns]:
dfrtp_1 0.40, buf_6 0.12, buf_6 0.11, nor4_2 0.24, nand3b_1 0.16, nor4_2 0.22
## per-stage QoR
stage	instances	worst slack, ns
CTS	337	-0.0978
finish	338	-0.0434
global route	338	-0.0975
floorplan	141	0.0373
detailed placement	323	-0.156
global placement	323	-0.175
## cell usage in the layout, fill, tap and decap left out, types with 2 or more instances in the layout
cell / n
nand2_1: 20
clkdlybuf4s15_1: 4
o21ai_0: 3
nor3_1: 3
buf_6: 7
nor2_1: 6
nand4_1: 3
clkbuf_8: 3
xor2_1: 6
nor4_2: 2
dfrtp_1: 42
nand3_1: 6
xnor2_1: 8
o21ai_1: 8
buf_4: 25
dlygate4sd2_1: 17
buf_2: 2
and4_4: 2
ha_1: 7
inv_1: 7
and3_1: 6
## logic make-up after synthesis
kind of cell	count (synthesis)
DFF	43
buffers and inverters	8
AOI/OAI and AO/OA	17
and+or+nand+nor	52
xor gates and xnor gates	14
adders and majority gates	7
## layer usage
| metal | global-route usage (%) | up-vias | routed length, µm |
|---|---|---|---|
| met3 | 3.15 | 2 | 473 |
| met5 | 0 | - | 0 |
| met1 | 7.70 | 559 | 1860 |
| met2 | 6.93 | 29 | 1440 |
| li1 | - | 602 | - |
| met4 | 0.447 | 0 | 21 |
## report_power, final
group          internal, µW  switching (µW)
clock                   214             234
combinational          9.09            26.0
sequential              714               0
## worst min path at each step
stage,start,end,slack [ns]
after CTS,reset,h_count_reg[0],0.38
after global routing,reset,h_count_reg[0],0.38
final,reset,h_count_reg[1],0.36
## final cells by class
| cell class | count | area, µm² | area share (%) |
|---|---|---|---|
| timing repair buffer | 58 | 500 | 20.7 |
| tap | 136 | 170 | 7.05 |
| sequential | 43 | 1080 | 44.6 |
| clock inverter | 1 | 5.00 | 0.207 |
| multi-input combinational | 90 | 594 | 24.6 |
| inverter | 7 | 26.3 | 1.09 |
| clock buffer | 3 | 41.3 | 1.71 |
## what timing repair did
action / 4_1_cts / 5_1_grt
setup endpoints to repair: 24 / 8
gates resized: 37 / 9
pin swaps: 3 / 3
setup buffers: 11 / 1
